### run.sh
#!/bin/bash
# OpenROAD 26Q1-2900-gdf79404cd8, Yosys 0.63+post, stock flow scripts
make -C /OpenROAD-flow-scripts/flow DESIGN_CONFIG=/design/flow/config.mk WORK_HOME=/design/flow/orfs finish
### design.v
module convert_occupations(Qtd, In);
	input [3:0] In; 
	output [2:0] Qtd; 
	wire In0_Inv, In1_Inv, In2_Inv, In3_Inv;
	wire Wire1, Wire2, Wire3, Wire4, Wire5, Wire6, Wire7, Wire8, Wire9, Wire10;
	not Inv0(In0_Inv, In[0]);
	not Inv1(In1_Inv, In[1]);
	not Inv2(In2_Inv, In[2]);
	not Inv3(In3_Inv, In[3]);
	and And1(Wire1, In3_Inv, In2_Inv, In1_Inv, In[0]);
	and And2(Wire2, In3_Inv, In2_Inv, In[1], In0_Inv);
	and And3(Wire3, In3_Inv, In[2], In1_Inv, In0_Inv);
	and And4(Wire4, In3_Inv, In[2], In[1], In[0]);
	and And5(Wire5, In[3], In[2], In1_Inv, In[0]);
	and And6(Wire6, In[3], In[2], In[1], In0_Inv);
	and And7(Wire7, In[3], In2_Inv, In1_Inv, In0_Inv);
	and And8(Wire8, In[3], In2_Inv, In[1], In[0]);
	or Or1(Wire9, Wire1, Wire2, Wire3, Wire4);
	or Or2(Wire10, Wire5, Wire6, Wire7, Wire8);
	or Or3(Qtd[0], Wire9, Wire10);
	and And0(Qtd[2], In[3], In[2], In[1], In[0]);
	wire Wire11, Wire12, Wire13, Wire14, Wire15, Wire16, Wire17, Wire18, Wire19;
	and And9(Wire11, In3_Inv, In[1], In[0]);
	and And10(Wire12, In[2], In1_Inv, In[0]);
	and And11(Wire13, In[3], In1_Inv, In[0]);
	and And12(Wire14, In[2], In[1], In0_Inv);
	and And13(Wire15, In[3], In[1], In0_Inv);
	and And14(Wire16, In[3], In[2], In1_Inv);
	and And15(Wire17, In[3], In2_Inv, In[0]);
	or Or4(Wire18, Wire11, Wire12, Wire13, Wire14);
	or Or5(Wire19, Wire15, Wire16, Wire17);
	or Or6(Qtd[1], Wire18, Wire19);
endmodule
module occupied(S, CH);
	input [7:0] CH; 
	output [3:0] S; 
	wire [3:0] occ1, occ2;
	convert_occupations circuito01(.Qtd(occ1), .In(CH[3:0]));
	convert_occupations circuito02(.Qtd(occ2), .In(CH[7:4]));
	sum3bit circuit02(S, occ1, occ2);
endmodule
module sum3bit(S, A, B);
input [2:0] A, B;
output [3:0] S;
wire c1, c2, c3;  
sum_half 	 circuito0(.S(S[0]), .Cout(c1), .A(A[0]), .B(B[0])); 
sum_complete circuito1(.S(S[1]), .Cout(c2), .A(A[1]), .B(B[1]), .Cin(c1));
sum_complete circuito2(.S(S[2]), .Cout(S[3]), .A(A[2]), .B(B[2]), .Cin(c2));
endmodule 
module sum_complete(S, Cout, A, B, Cin);
input A, B, Cin;
output S, Cout;
wire Out_And0, Out_And1, Out_And2, Out_And3, Out_And4, Out_And5, Out_And6, Out_And7;
wire A_Inv, B_Inv, Cin_Inv;
not Inv0(A_Inv, A);
not Inv1(B_Inv, B);
not Inv2(Cin_Inv, Cin);
and And0(Out_And0, A_Inv, B_Inv, Cin);
and And1(Out_And1, A_Inv, B, Cin_Inv);
and And2(Out_And2, A, B_Inv, Cin_Inv);
and And3(Out_And3, A, B, Cin);
or Or1(S, Out_And0, Out_And1, Out_And2, Out_And3);
and And4(Out_And4, A_Inv, B, Cin);
and And5(Out_And5, A, B_Inv, Cin);
and And6(Out_And6, A, B, Cin_Inv);
and And7(Out_And7, A, B, Cin);
or Or2(Cout, Out_And4, Out_And5, Out_And6, Out_And7);
endmodule
module sum_half(S, Cout, A, B);
input A, B;
output S, Cout;
xor Xor0(S, A, B);
and And0(Cout, A, B);
endmodule
### constraint.sdc
current_design occupied

set clk_period 1.7
set clk_io_pct 0.2

create_clock -name clk0 -period $clk_period

set non_clock_inputs [all_inputs -no_clocks]
set_input_delay [expr $clk_period * $clk_io_pct] -clock clk0 $non_clock_inputs
set_output_delay [expr $clk_period * $clk_io_pct] -clock clk0 [all_outputs]
### config.mk
export PLATFORM = sky130hd
export DESIGN_NAME = occupied
export DESIGN_NICKNAME = occupied
export VERILOG_FILES = /design/flow/design.v
export SDC_FILE = /design/flow/constraint.sdc
export NUM_CORES = 4
export LEC_CHECK = 1
export CORE_AREA = 10 10 70 70
export DIE_AREA = 0 0 80 80
==> reports/results.txt <==
VDD IR max: 0.0294 mV
Outcome: complete, but fails checks
Largest net degree at the start of global routing: 5
Total power: 0.115 mW
Area delta synth->final: 86.7%
Pwr Density: 311 nW/um2
Reg power frac: 0
Via density: 2.38
Final WL: 602 um
Registers: 0
Post-layout util: 0.108
Cell area after placement: 365 um2
Setup violators final: 3
Net switching power: 0.0433 mW
Chip width: 80 um
Seq share, synth: 0
Share of layout cells above drive strength 1: 0.645
RSZ-0062 raised after global routing: true
Dpl ws: -1.30 ns
Critical path's largest stage delay: 0.49 ns
Initial drt markers: 0
GPL Wtd Cong: 0.601
DR pass1 iterations: 1
Setup_tns: -1.01 ns
YS chip area: 198 um2
Port-buffer cells: 12
CP Max Fanout: 4
Gr usage total: 0.0174
Sequential cell area: 0 um2
Row Count: 21
Static Leak: 0.139 nW
Crit start category: primary input
Worst relative slew slack: 0.801
Syn Area/Cell: 9.41 um2
Synth area leaders: fa_1 (20%), xnor2_1 (18%), a211oi_1 (15%)
Worst min path class: in2out
Max Cap Viol: 0
Failing checks: negative setup slack
Highest Clock Rate: 0.459 GHz
Die Size: 6400 um2
Clock buffer count: 0
Final Cycle Share: 1.28
Final non-filler cell total: 77
Kind of critical path: in2out
Initial antenna violation count: 0
Min Tclk post-route: 2.18 ns
Finished Cell Area: 369 um2
First-pass GRT wire length: 862 um
Count of tool warnings: 35
Die Ht: 80 um
Final setup margin: -0.479 ns
Worst Tran Pin Value: 0.296 ns
Combinational share of power: 1.000
ANT nets after route: 0
Core Area: 3420 um2
Post-synth cell types: 8
# Cells Yosys: 21
Top cells by count: a211oi_1 (4), buf_4 (4), xnor2_1 (4)
Avg WL per Cell: 7.82 um
Hpwl dp: 564 um
Antenna Cells: 0
Post-Syn Area: 198 um2
Yosys top cell by area: fa_1
WP data arrival: 1.84 ns
Post-Place Cells: 77
Synth warn: 4
Clock power frac: 0
Final-report hold violation count: 0
CP Cell Sequence: buf_6 > xor2_2 > xnor2_1 > ha_2 > fa_2 > fa_1 > buf_2
Synthesized instance count: 21
Int Pwr: 0.0716 mW
Total gr overflow: 0
IO Pins: 12
Crit path DRT: 1.36 ns
Crit path capture type: output pin
Final hold slack: 1.30 ns
Slowest cell on the critical path: fa_1
Core Util at FP: 0.0579
Post-CTS Setup Bufs: 0
Slew Limit Fails: 0
Sw Ratio: 0.377
DRC Markers: 0
Vias in the first global route: 194
Overall via count from detail_route: 183
Area share, top type: 0.203
## worst paths after layout
| check | start | end | slack (ns) | cells past startpoint |
|---|---|---|---|---|
| setup / recovery | CH[0] | S[2] | -0.48 | 7 |
| hold / removal | CH[7] | S[0] | 1.30 | 5 |
## cell families (layout without fill, tap and decap cells)
logic type	after synthesis	in the layout	synth area share
AND-OR/OR-AND	4	4	0.152
XOR/XNOR	6	6	0.266
AND/OR/NAND/NOR	4	4	0.165
buffers and inverters	4	14	0.152
adder cells (fa/ha/maj)	3	3	0.266
## worst max-delay path, delay by kind of cell
family                     cells  cell delay, ns
xor gates and xnor gates       2            0.28
adders and majority gates      3            1.01
buffers and inverters          2            0.21
## placed cells by master, fill, tap and decap left out, drive strengths merged
cell type / count
ha: 1
and4: 2
buf: 13
clkdlybuf4s15: 1
xor2: 2
a211oi: 4
xnor2: 4
fa: 2
nor3: 2
## layer usage
layer | vias up | part of all wire | track usage | routed length, um
met5 | - | 0 | 0 | 0
met4 | 0 | 0 | 0 | 0
met3 | 0 | 0.060 | 0.00568 | 36
li1 | 96 | - | - | -
met1 | 84 | 0.31 | 0.0139 | 186
met2 | 3 | 0.63 | 0.0393 | 379
## power by group through the flow
stage / registers [mW] / clock network (mW) / logic, mW
after global routing: 0 / 0 / 0.132
final: 0 / 0 / 0.115
after CTS: 0 / 0 / 0.117
## repair_timing
| item | in CTS | in global routing |
|---|---|---|
| endpoints found under the setup margin | 4 | 4 |
| hold buffers | 0 | 0 |
| pin swaps | 9 | 4 |
| resized | 55 | 4 |
| cloned | 0 | 0 |
## final cells by class
cell class | count | area (um2)
Tap cell | 46 | 57.6
Multi-Input combinational cell | 17 | 195
Fill cell | 397 | 3050
Timing Repair Buffer | 14 | 116
No activity file was given, so power comes from the tool's default toggle rates.
