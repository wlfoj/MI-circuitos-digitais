$ cat design/flow/config.mk
export PLATFORM = sky130hd
export DESIGN_NAME = empty
export DESIGN_NICKNAME = empty
export VERILOG_FILES = /design/flow/design.v
export SDC_FILE = /design/flow/constraint.sdc
export NUM_CORES = 4
export LEC_CHECK = 1
export CORE_AREA = 10 10 70 70
export DIE_AREA = 0 0 80 80
$ cat design/flow/constraint.sdc
current_design empty

set clk_period 1.9
set clk_io_pct 0.2

create_clock -name clk0 -period $clk_period

set non_clock_inputs [all_inputs -no_clocks]
set_input_delay [expr $clk_period * $clk_io_pct] -clock clk0 $non_clock_inputs
set_output_delay [expr $clk_period * $clk_io_pct] -clock clk0 [all_outputs]
$ cat design/flow/design.v
module convert_occupations(Qtd, In);
	input [3:0] In; 
	output [2:0] Qtd; 
	wire In0_Inv, In1_Inv, In2_Inv, In3_Inv;
	wire Wire1, Wire2, Wire3, Wire4, Wire5, Wire6, Wire7, Wire8, Wire9, Wire10;
	not Inv0(In0_Inv, In[0]);
	not Inv1(In1_Inv, In[1]);
	not Inv2(In2_Inv, In[2]);
	not Inv3(In3_Inv, In[3]);
	and And1(Wire1, In3_Inv, In2_Inv, In1_Inv, In[0]);
	and And2(Wire2, In3_Inv, In2_Inv, In[1], In0_Inv);
	and And3(Wire3, In3_Inv, In[2], In1_Inv, In0_Inv);
	and And4(Wire4, In3_Inv, In[2], In[1], In[0]);
	and And5(Wire5, In[3], In[2], In1_Inv, In[0]);
	and And6(Wire6, In[3], In[2], In[1], In0_Inv);
	and And7(Wire7, In[3], In2_Inv, In1_Inv, In0_Inv);
	and And8(Wire8, In[3], In2_Inv, In[1], In[0]);
	or Or1(Wire9, Wire1, Wire2, Wire3, Wire4);
	or Or2(Wire10, Wire5, Wire6, Wire7, Wire8);
	or Or3(Qtd[0], Wire9, Wire10);
	and And0(Qtd[2], In[3], In[2], In[1], In[0]);
	wire Wire11, Wire12, Wire13, Wire14, Wire15, Wire16, Wire17, Wire18, Wire19;
	and And9(Wire11, In3_Inv, In[1], In[0]);
	and And10(Wire12, In[2], In1_Inv, In[0]);
	and And11(Wire13, In[3], In1_Inv, In[0]);
	and And12(Wire14, In[2], In[1], In0_Inv);
	and And13(Wire15, In[3], In[1], In0_Inv);
	and And14(Wire16, In[3], In[2], In1_Inv);
	and And15(Wire17, In[3], In2_Inv, In[0]);
	or Or4(Wire18, Wire11, Wire12, Wire13, Wire14);
	or Or5(Wire19, Wire15, Wire16, Wire17);
	or Or6(Qtd[1], Wire18, Wire19);
endmodule
module empty(S, CH);
	input [7:0] CH; 
	output [3:0] S; 
	wire [3:0] occ1, occ2;
	wire [7:0] CH_Inv;
	not Inv0(CH_Inv[0], CH[0]);
	not Inv1(CH_Inv[1], CH[1]);
	not Inv2(CH_Inv[2], CH[2]);
	not Inv3(CH_Inv[3], CH[3]);
	not Inv4(CH_Inv[4], CH[4]);
	not Inv5(CH_Inv[5], CH[5]);
	not Inv6(CH_Inv[6], CH[6]);
	not Inv7(CH_Inv[7], CH[7]);
	convert_occupations circuito01(.Qtd(occ1), .In(CH_Inv[3:0]));
	convert_occupations circuito02(.Qtd(occ2), .In(CH_Inv[7:4]));
	sum3bit circuit02(S, occ1, occ2);
endmodule
module sum3bit(S, A, B);
input [2:0] A, B;
output [3:0] S;
wire c1, c2, c3;  
sum_half 	 circuito0(.S(S[0]), .Cout(c1), .A(A[0]), .B(B[0])); 
sum_complete circuito1(.S(S[1]), .Cout(c2), .A(A[1]), .B(B[1]), .Cin(c1));
sum_complete circuito2(.S(S[2]), .Cout(S[3]), .A(A[2]), .B(B[2]), .Cin(c2));
endmodule 
module sum_complete(S, Cout, A, B, Cin);
input A, B, Cin;
output S, Cout;
wire Out_And0, Out_And1, Out_And2, Out_And3, Out_And4, Out_And5, Out_And6, Out_And7;
wire A_Inv, B_Inv, Cin_Inv;
not Inv0(A_Inv, A);
not Inv1(B_Inv, B);
not Inv2(Cin_Inv, Cin);
and And0(Out_And0, A_Inv, B_Inv, Cin);
and And1(Out_And1, A_Inv, B, Cin_Inv);
and And2(Out_And2, A, B_Inv, Cin_Inv);
and And3(Out_And3, A, B, Cin);
or Or1(S, Out_And0, Out_And1, Out_And2, Out_And3);
and And4(Out_And4, A_Inv, B, Cin);
and And5(Out_And5, A, B_Inv, Cin);
and And6(Out_And6, A, B, Cin_Inv);
and And7(Out_And7, A, B, Cin);
or Or2(Cout, Out_And4, Out_And5, Out_And6, Out_And7);
endmodule
module sum_half(S, Cout, A, B);
input A, B;
output S, Cout;
xor Xor0(S, A, B);
and And0(Cout, A, B);
endmodule
$ cat design/flow/run.sh
#!/bin/bash
# OpenROAD 26Q1-2900-gdf79404cd8, Yosys 0.63+post, stock flow scripts
make -C /OpenROAD-flow-scripts/flow DESIGN_CONFIG=/design/flow/config.mk WORK_HOME=/design/flow/orfs finish
==> qor.yml <==
synth:
  synth_seq_share_pct: 0
  yosysCellCount: 21
  topCellsByArea: "fa_1 20%, xnor2_1 18%, buf_4 15%"
  syn_avg_cell_area_um2: 9.53
  syn_inst: 21
  top_cells_by_count: "4 x buf_4, 4 x xnor2_1"
  yosys_warnings: 4
  synth_cell_types: 9
  synthesis.area_um2: 200
  synth_area_leader_cell: "fa_1"
  yosys_area_um2: 200
  synth_top_area_share_pct: 20.0
sta:
  setup_ws_ns: -0.446
  drv_slew: 0
  maxSlewHeadroom_pct: 80.4
  finalCriticalPeriod_ns: 2.35
  worstMarginPinSlew_ns: 0.291
  final-setup-viol-count: 3
  rsz0062_at_grt: "yes"
  final_hold_viol_count: 0
  min_period_over_period_pct: 123
  timing.fmax_mhz: 426
  hold_ws_ns: 1.37
layout:
  flops: 0
  filler_cell_count: 390
  flop_area_um2: 0
  stdcell_area_um2: 553
  layout.area.comb_um2: 255
  drive_gt1_share_pct: 90.7
  synthToLayoutAreaGrowth_pct: 176
  clock_buffers: 0
pwr:
  combPwrFrac_pct: 100.0
  power_switching_uw: 52.2
  p_clk_share_pct: 0
  powerDensity_mw_per_mm2: 258
  p_int_uw: 90.6
  vdd_drop_max_v: 0.0000345
  p_leak_nw: 0.224
  seqPwrFrac_pct: 0
  power.share.switching_pct: 36.5
  p_total_uw: 143
setup_path:
  cp.arrival_ns: 1.97
  cp_max_fo: 3
  critPathRequiredTime_ns: 1.52
  crit_path_start_kind: "primary input"
  end_kind: "output port"
  crit_type: "in -> out"
placed_design:
  io_buffer_count: 12
  dp_hpwl_um: 635
  place_area_um2: 468
  gp_congestion: 0.652
die:
  rows: 21
  coreArea_mm2: 0.00342
  die_x_um: 80
  die_y_um: 80
  chip_area_mm2: 0.00640
  fp_util_pct: 5.86
  pin_count: 12
route:
  drt_iter0_drc: 2
  routed-wl-met3_um: 71
  dr_wl_met2_um: 428
  top_layer: "met3"
  dr.pass1.iters: 2
  routedWlPerCell_um: 7.73
  drc: 0
  m1WireLength_um: 188
  antenna_cells: 0
  vias_per_cell: 2.51
  ant_nets: 0
  vias: 223
  finalWirelength_um: 688
global_routing:
  antenna_found_initial: 0
  grt_pass1_wl_um: 1080
  grt_use_total_pct: 2.07
  grt_max_degree: 5
  first_global_vias: 237
  grt_overflow_total: 0
clock_tree:
  hold_buffers: 0
worst_hold_path:
  hold_path_class: "in -> out"
status:
  violations: "negative setup slack"
  status: "finished with violations"
run:
  warnings: 35
  max-cap-violations: 0
critical path, cell delays in order:
cell and delay [ns]:
buf_8 0.10, xor2_2 0.17, xnor2_1 0.13, ha_2 0.19, fa_2 0.38, fa_2 0.52, buf_2 0.09
metal layers:
metal | global-route usage, % | up-vias
met1 | 1.74 | 102
met2 | 4.41 | 3
met4 | 0 | 0
met5 | 0 | -
met3 | 0.909 | 0
li1 | - | 118
path summary, 6_finish.rpt:
kind	startpoint	to	slack (ns)	depth (start not counted)
worst max-delay path	CH[0]	S[2]	-0.45	7
worst min-delay path	CH[4]	S[1]	1.37	5
timing repair:
| item | CTS | global route |
|---|---|---|
| setup endpoints to repair | 4 | 3 |
| setup buffers | 3 | 1 |
| gates cloned | 0 | 0 |
| pin swaps | 15 | 7 |
| resized | 64 | 3 |
per-stage QoR:
stage	setup TNS, ns	setup slack [ns]	cells	utilization, %
after floorplan	-0.322	-0.203	21	-
after CTS	-0.990	-0.454	88	15.6
after detailed placement	-3.92	-1.25	85	13.7
final	-0.943	-0.446	89	16.2
after global placement	-3.82	-1.22	85	13.7
after global routing	-1.12	-0.500	89	16.2
cell usage in the layout (no fill, tap or decap), drive strengths merged:
cell type and instances:
a211oi 2, fa 2, ha 1, and3 2, maj3 2, xnor2 4, buf 25, nor4 2
xor2 2, dlygate4sd2 1
kinds of logic after synthesis:
kind of cell | count (synthesis) | share of synthesized area [%]
AND-OR/OR-AND | 2 | 7.50
XOR/XNOR | 6 | 26.2
adder cells (fa/ha/maj) | 5 | 37.5
buffers and inverters | 4 | 15.0
AND/OR/NAND/NOR | 4 | 13.7
power by group through the flow:
stage | registers (mW) | logic [mW] | clock network [mW]
6_report | 0 | 0.143 | 0
5_1_grt | 0 | 0.161 | 0
4_1_cts | 0 | 0.146 | 0
layout make-up:
cell class | instances | share of cell area [%]
multi-input cells | 17 | 46.2
repair buffers | 26 | 43.4
well taps | 46 | 10.4
Power is estimated from default activity; no workload was simulated.
