<file path="/design/flow/design.v">
module ever_high(Out, In);
	input In;
	output Out;
	wire In_Inv;
	not InvLed(In_Inv, In);
	or OR01(Out, In_Inv, In);
endmodule
module module_main(LEDs, Display, A, B, C, D, E, F, G, P, Input_D, Input_R);
	input [3:0] Input_D, Input_R;	 
	output [2:0] LEDs; 
	output [3:0] Display;
	output A, B, C, D, E, F, G, P; 
	wire [4:0] Result_sub; 
	wire [2:0] Wire_LEDs; 
	module_sub 				circ_sub(.Out(Result_sub), .A(Input_R), .B(Input_D));
	module_signa 			circ_signal(.LED(Wire_LEDs), .In(Result_sub));
	module_power_digit 	circ_disp_on(.Out(Display), .LED_R(Wire_LEDs[2]));
	module_show_disp		circ_show_disp(A, B, C, D, E, F, G, P, Result_sub);
	buf Buffer0(LEDs[0], Wire_LEDs[0]);
	buf Buffer1(LEDs[1], Wire_LEDs[1]);
	buf Buffer2(LEDs[2], Wire_LEDs[2]);
endmodule
module module_power_digit(Out, LED_R);
	input LED_R; 
	output [3:0] Out; 
	wire High; 
	ever_high	circ_out_high(High, LED_R);
	buf BufferD0(Out[0], LED_R);
	buf BufferD1(Out[1], High); 
	buf BufferD2(Out[2], High); 
	buf BufferD3(Out[3], High); 
endmodule
module module_show_disp(A, B, C, D, E, F, G, P, In);
	input [4:0] In; 
	output A, B, C, D, E, F, G, P;  
	wire In0_Inv, In1_Inv, In2_Inv, In3_Inv, In4_Inv, Out_And08;
	wire Out_And01, Out_And02, Out_And03, Out_And04, Out_And05, Out_And06, Out_And07;
	wire Out_And1F, Out_And2F, Out_And3F;
	not Inv0(In0_Inv, In[0]);
	not Inv1(In1_Inv, In[1]);
	not Inv2(In2_Inv, In[2]);
	not Inv3(In3_Inv, In[3]);
  	not Inv4(In4_Inv, In[4]);
	and And01(Out_And01, In1_Inv, In4_Inv, In[0]);
	and And02(Out_And02, In[4], In[1], In[0]);
	or Or1A(A, Out_And01, Out_And02);
	and And1B(B, In[4], In4_Inv); 
	and And03(Out_And03, In4_Inv, In[1], In0_Inv);
	and And04(Out_And04, In[1], In0_Inv, In[3]);
	or Or1C(C, Out_And03, Out_And04);
	or Or1D(D, Out_And01, Out_And02); 
	or Or1E(E, In[0]);
	and And1F(Out_And1F, In4_Inv, In[0]);
	and And2F(Out_And2F, In[4], In[3]);
	and And3F(Out_And3F, In[1], In0_Inv);
	or Or1F(F, Out_And1F, Out_And2F, Out_And3F);
	and And07(Out_And07, In1_Inv, In4_Inv);
	and And08(Out_And08, In[4], In[1], In[0]);
	or Or1G(G, Out_And07, Out_And08);
	not Not1P(P, In[4]);
endmodule
module module_signa(LED, In);
	input [4:0] In; 
	output [2:0] LED; 
	wire In0_Inv, In1_Inv, In2_Inv, In3_Inv, In4_Inv, LEDG_Inv, LEDB_Inv;
	wire Out_Nand0, Out_And00, Out_And01, Out_And02, Out_And03;
	not Inv0(In0_Inv, In[0]);
	not Inv1(In1_Inv, In[1]);
	not Inv2(In2_Inv, In[2]);
	not Inv3(In3_Inv, In[3]);
  	not Inv4(In4_Inv, In[4]);
  	and And06(LED[0], In0_Inv, In1_Inv, In2_Inv, In3_Inv, In4_Inv); 
  	and And00(Out_And00, In4_Inv, In3_Inv, In2_Inv, In[0]);
	and And01(Out_And01, In4_Inv, In3_Inv, In2_Inv, In[1]);
	and And02(Out_And02, In[4], In[3], In[2], In[1]);
	and And03(Out_And03, In[4], In[3], In[2], In[0]);
	or Or01(LED[1], Out_And00, Out_And01, Out_And02, Out_And03);
	not Inv5(LEDG_Inv, LED[0]);
	not Inv6(LEDB_Inv, LED[1]);
	and And05(LED[2], LEDB_Inv, LEDG_Inv);
endmodule
module module_sub(Out, A, B);
	input [3:0] A, B;
	output [4:0] Out;
	wire T1, T2, T3;
	sub_half 	 circuito0 (.Out(Out[0]), .Carry_Out(T1), .A(A[0]), .B(B[0]));
	sub_complete circuito1 (.Out(Out[1]), .Carry_Out(T2), .A(A[1]), .B(B[1]), .Carry_In(T1));
	sub_complete circuito2 (.Out(Out[2]), .Carry_Out(T3), .A(A[2]), .B(B[2]), .Carry_In(T2));
	sub_complete circuito3 (.Out(Out[3]), .Carry_Out(Out[4]), .A(A[3]), .B(B[3]), .Carry_In(T3));
endmodule
module sub_complete(Out, Carry_Out, A, B, Carry_In);
	input A, B, Carry_In;
	output Out, Carry_Out;
	wire Out_Xor0, A_Inv, Out_And0, Out_And1, Out_And2;
	not Inv0(A_Inv, A);
	xor Xor0(Out_Xor0, A, B);
	xor Xor1(Out, Out_Xor0, Carry_In);
	and And0(Out_And0, A_Inv, B);
	and And1(Out_And1, A_Inv, Carry_In);
	and And2(Out_And2, B, Carry_In);
	or Or0(Carry_Out, Out_And0, Out_And1, Out_And2);
endmodule
module sub_half(Out, Carry_Out, A, B);
	input A, B;
	output Out, Carry_Out;
	wire A_Inv;
	not Inv0(A_Inv, A);
	xor Xor0(Out, A, B);
	and And0(Carry_Out, A_Inv, B);
endmodule
</file>
<file path="/design/flow/run.sh">
#!/bin/bash
# OpenROAD 26Q1-2900-gdf79404cd8, Yosys 0.63+post, stock flow scripts
make -C /OpenROAD-flow-scripts/flow DESIGN_CONFIG=/design/flow/config.mk WORK_HOME=/design/flow/orfs finish
</file>
<file path="/design/flow/config.mk">
export PLATFORM = sky130hd
export DESIGN_NAME = module_main
export DESIGN_NICKNAME = module_main
export VERILOG_FILES = /design/flow/design.v
export SDC_FILE = /design/flow/constraint.sdc
export NUM_CORES = 4
export LEC_CHECK = 1
export CORE_AREA = 10 10 70 70
export DIE_AREA = 0 0 80 80
</file>
<file path="/design/flow/constraint.sdc">
current_design module_main

set clk_period 5.2
set clk_io_pct 0.2

create_clock -name clk0 -period $clk_period

set non_clock_inputs [all_inputs -no_clocks]
set_input_delay [expr $clk_period * $clk_io_pct] -clock clk0 $non_clock_inputs
set_output_delay [expr $clk_period * $clk_io_pct] -clock clk0 [all_outputs]
</file>
==> impl_metrics.yaml <==
# generated from flow reports
yosys:
  yosysTopAreaCell: "fa_1"
  ys_sh_xor_pct: 0
  yosys_warnings: 0
  netlist_area_um2: 258
  topCombFamilyByArea: "buffers and inverters"
  avgSynthCellArea_um2: 7.36
  top_area_share_pct: 23.3
  ys_cells: 35
  area_leaders: "fa_1 (23%), buf_4 (20%), inv_1 (12%)"
  yosys_area_um2: 258
  syn-instance-count: 35
  synthAoiAreaFrac_pct: 15.0
  synthSimpleGateAreaFrac_pct: 21.8
  mux_share_pct: 0
  synth-adder-area-share_pct: 28.2
  ys_types: 17
  ys_seq_share_pct: 0
placed_design:
  dp_cells: 95
  gp_congestion: 0.690
  dp_hpwl_um: 787
  port_buffers: 19
setup_path:
  crit_top_cell: "fa_1"
  path_cells: "clkdlybuf4s50_1 > ha_1 > inv_1 > fa_1 > fa_1 > inv_1 > fa_1 > or3b_4 > o21a_1 > clkdlybuf4s50_1"
  path_max_fanout: 4
  crit_required_ps: 4160
  worst_ep_arrival_time_ps: 3810
  crit_path_end_kind: "output port"
  max_stage_delay_ps: 470
  cp_slowest_cell: "clkdlybuf4s50_1"
  startpoint: "Input_D[0]"
  startpoint_type: "input port"
  worst-setup-path-type: "in2out"
sta:
  period_minus_slack_ps: 4850
  worst_hold_slack_ps: 3220
  drv_slew: 0
  finalSetupTns_ps: 0
  rsz0062_at_grt: "false"
  hold_viol_final: 0
  fmax_mhz: 206
  period_used_pct: 93.2
  finalSetupViolations: 0
finish:
  layout.cells.non_filler: 95
  regArea_um2: 0
  area_growth_pct: 78.6
  lay_top_cells: "clkdlybuf4s50_1 (19), inv_1 (8), conb_1 (4), fa_1 (3)"
  nClkBuffers: 0
  drive_gt1_share_pct: 8.16
  seq_cell_count: 0
  lay_top_count: "clkdlybuf4s50_1"
drt:
  finalWirelength_um: 826
  drtIter0Drc: 3
  viasPerCell: 2.42
  drt-pass1-iter-count: 2
  drc_errors: 0
  n_antenna_cell: 0
  avgRoutedWirePerCell_um: 8.69
  ant_nets: 0
  vias: 230
global_route:
  grt_max_degree: 9
  grt_pass1_vias: 275
  grt_first_pass_wirelength_um: 1370
  grtUsageTotal_pct: 2.64
  antenna_found_initial: 0
  grt_overflow: 0
pwr:
  total_power_mw: 0.0564
  cellPowerDensity_nw_per_um2: 123
  ir_drop_mv: 0.0213
  p_int_mw: 0.0379
  swShare_pct: 32.9
  power_switching_mw: 0.0186
  clkPwrFrac_pct: 0
  leakage_nw: 0.185
  comb_power_share_pct: 100.0
  power_frac_seq_pct: 0
floorplanning:
  chipArea_um2: 6400
  dieWidth_um: 80
  core_um2: 3420
  fp-utilization_pct: 7.55
  die_y_um: 80
  ios: 23
  num_rows: 21
clock_network:
  cts_hold_buf: 0
  ctsResizeCount: 0
  post-cts-setup-buffer-count: 0
flow_run:
  warnings: 32
  maxCapViolations: 0
min_path:
  hold_class: "in2out"
  min_from: "Input_R[0]"
run_status:
  status: "finished clean"
==> critical path, delay by kind of cell <==
family / cells / cell delay, ps
adder cells (fa/ha/maj): 4 / 1310
buffers and inverters: 4 / 1040
AND/OR/NAND/NOR: 1 / 280
AND-OR/OR-AND: 1 / 130
==> per-layer routing <==
| metal | track usage [%] | share of wire, % |
|---|---|---|
| met3 | 1.59 | 21 |
| met2 | 4.65 | 44 |
| met1 | 2.80 | 35 |
| met5 | 0 | 0 |
| met4 | 0 | 0 |
==> path summary, 6_finish.rpt <==
| path | end | slack [ps] | depth (start not counted) |
|---|---|---|---|
| setup / recovery | LEDs[2] | 350 | 10 |
| hold / removal | D | 3220 | 5 |
==> Yosys cell counts <==
cell	n
or2b_1	1
nand2_1	2
conb_1	2
or2_2	1
nor2b_1	1
nor3_2	1
a21oi_2	1
inv_1	8
buf_4	7
or3b_4	1
o21a_1	1
ha_1	1
nand3b_1	1
fa_1	3
o21ai_0	1
a21oi_1	2
o211ai_1	1
==> per-stage QoR <==
| step | area, um2 | utilization [%] | setup slack [ps] |
|---|---|---|---|
| floorplan | 265 | - | 1200 |
| global placement | 460 | 13.5 | 353 |
| detailed placement | 460 | 13.5 | 339 |
| CTS | 460 | 13.5 | 336 |
| global route | 460 | 13.5 | 182 |
| finish | 460 | 13.5 | 354 |
==> power groups by stage <==
stage / combinational [mW] / sequential, mW / clock, mW
finish: 0.0564 / 0 / 0
global route: 0.0648 / 0 / 0
CTS: 0.0581 / 0 / 0
==> cell type report <==
class	instances	area, um2
fillers	405	2960
multi-input cells	22	183
inverters	8	30.0
well taps	46	57.6
repair buffers	19	190
==> kinds of logic after synthesis <==
kind of cell    after synthesis
compound gates                6
simple gates                  8
buf+inv                      15
other cells                   2
fa+ha+maj                     4
Power is estimated from default activity; no workload was simulated.
